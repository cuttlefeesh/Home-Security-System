[/design/flow/design.v]
module pir(
    input wire clk,
    input wire reset,
    input wire motion_detected_in,
    input wire push_button,
    output reg motion_detected,
    output reg [1:0] state
);
    localparam OFF = 2'b00,
               IDLE = 2'b01,
               MOTION_DETECTED = 2'b10,
               INTERRUPT = 2'b11;
    reg [5:0] countdown;
    always @(posedge clk or posedge reset) begin
        if (reset) begin
            state <= OFF;
            motion_detected <= 1'b0;
            countdown <= 6'd0;
        end else begin
            case (state)
                OFF: begin
                    if (!reset) state <= IDLE;
                end
                IDLE: begin
                    if (motion_detected_in) begin
                        state <= MOTION_DETECTED;
                        motion_detected <= 1'b1;
                    end
                end
                MOTION_DETECTED: begin
                    if (push_button) begin
                        state <= INTERRUPT;
                        motion_detected <= 1'b0;
                        countdown <= 6'd60;  
                    end
                end
                INTERRUPT: begin
                    if (countdown > 0)
                        countdown <= countdown - 1;
                    else
                        state <= IDLE;
                end
            endcase
        end
    end
endmodule
module buzzer(
    input wire motion_detected,
    output reg buzzer_signal
);
    always @(*) begin
        buzzer_signal = motion_detected;
    end
endmodule
module led_rgb(
    input wire [1:0] state,
    output reg [2:0] led_color  
);
    always @(*) begin
        case (state)
            2'b00: led_color = 3'b000;  
            2'b01: led_color = 3'b010;  
            2'b10: led_color = 3'b100;  
            2'b11: led_color = 3'b001;  
            default: led_color = 3'b000;
        endcase
    end
endmodule
module rtc(
    input wire clk,
    input wire reset,
    output reg [31:0] time_data,  
    output reg [5:0] countdown
);
    always @(posedge clk or posedge reset) begin
        if (reset) begin
            time_data <= 32'd0;
            countdown <= 6'd0;
        end else begin
            time_data <= time_data + 1;  
        end
    end
endmodule
module lcd(
    input wire [1:0] state,
    input wire [31:0] time_data,
    input wire [5:0] countdown,
    output reg [127:0] display_text  
);
    always @(*) begin
        case (state)
            2'b00: display_text = "System OFF";
            2'b01: display_text = {"Sensor aktif: ", time_data};
            2'b10: display_text = "Gerakan Terdeteksi";
            2'b11: display_text = {"Countdown: ", countdown};
            default: display_text = "Unknown State";
        endcase
    end
endmodule
module main_system(
    input wire clk,
    input wire reset,
    input wire motion_detected_in,
    input wire push_button,
    output wire buzzer_signal,
    output wire [2:0] led_color,
    output wire [127:0] display_text
);
    wire [1:0] state;
    wire motion_detected;
    wire [31:0] time_data;
    wire [5:0] countdown;
    pir pir_inst(
        .clk(clk),
        .reset(reset),
        .motion_detected_in(motion_detected_in),
        .push_button(push_button),
        .motion_detected(motion_detected),
        .state(state)
    );
    buzzer buzzer_inst(
        .motion_detected(motion_detected),
        .buzzer_signal(buzzer_signal)
    );
    led_rgb led_rgb_inst(
        .state(state),
        .led_color(led_color)
    );
    rtc rtc_inst(
        .clk(clk),
        .reset(reset),
        .time_data(time_data),
        .countdown(countdown)
    );
    lcd lcd_inst(
        .state(state),
        .time_data(time_data),
        .countdown(countdown),
        .display_text(display_text)
    );
endmodule
[/design/flow/run.sh]
#!/bin/bash
# OpenROAD 26Q1-2900-gdf79404cd8, Yosys 0.63+post, stock flow scripts
make -C /OpenROAD-flow-scripts/flow DESIGN_CONFIG=/design/flow/config.mk WORK_HOME=/design/flow/orfs finish
[/design/flow/config.mk]
export PLATFORM = sky130hd
export DESIGN_NAME = main_system
export DESIGN_NICKNAME = main_system
export VERILOG_FILES = /design/flow/design.v
export SDC_FILE = /design/flow/constraint.sdc
export NUM_CORES = 4
export LEC_CHECK = 1
export CORE_UTILIZATION = 40
[/design/flow/constraint.sdc]
current_design main_system

set clk_period 5.5
set clk_io_pct 0.2

create_clock -name clk0 -period $clk_period [get_ports {clk}]

set non_clock_inputs [all_inputs -no_clocks]
set_input_delay [expr $clk_period * $clk_io_pct] -clock clk0 $non_clock_inputs
set_output_delay [expr $clk_period * $clk_io_pct] -clock clk0 [all_outputs]
==> out/metrics.cfg <==
[die]
io_pins = 136
die_y_um = 89.1
coreArea_mm2 = 0.00729
die_w_um = 89.1
die-area_mm2 = 0.00793
fp_util_pct = 41.6
rows = 31

[synthesis]
yosys.stat.seqShare_pct = 35.5
syn_area_per_cell_um2 = 8.92
edf_count = 0
synth_area_mm2 = 0.00303
synth_top_flop_cell = dfrtp_1
yosys-top-cells-count = 89 x buf_4, 42 x dfrtp_1, 32 x nand2_1, 24 x xnor2_1, 21 x a21o_1
postSynthCellCount = 340
yosys.area.top_type = dfrtp_1
async_flop_share_pct = 100
yosysWarningCount = 5
synth.distinct_cells = 41
yosysCellCount = 340
area_leaders = dfrtp_1 35%, buf_4 22%, xnor2_1 6.9%
postSynthRegisterBits = 43
yosysChipArea_mm2 = 0.00303
top_area_share_pct = 34.7
synth_top_cell_by_count = buf_4

[global_routing]
first_global_vias = 2029
grt-ovfl-total = 0
grt_pass1_wl_um = 9840
grt_max_degree = 45
antenna_found_initial = 0
grt_usage_pct = 16.2

[cells_and_area]
postLayoutCoreUtil_pct = 51.9
drive_gt1_share_pct = 5.99
stdcell_area_mm2 = 0.00378
fillers = 691
area_growth_syn_to_layout_pct = 24.8

[clock_tree]
postCtsSetupRepairBufs = 0
post_cts_resized = 0
cts.sinks = 43
cts_tree = yes
htreeDepth = 2
cts-root-buf = clkbuf_8
clk_latency_ps = 290
path_clk_slew_ps = 80
holdBufCountCts = 0
numCtsBuffers = 5
clk_path_buf_depth = 2

[worst_setup_path]
cp-end-kind = output port
path_max_fanout = 37
critPathLaunchType = flip-flop
critPathKind = flip-flop to output port
arrival_ps = 2490
required_ps = 4400

[sta]
rsz0062_at_grt = false
hold_viol_final = 0
fin_crit_sh_pct = 65.3
tightest_slew_ps = 700
fin_skew_ps = 5.61
tns_ps = 0
max_freq_mhz = 279
maxSlewViolCount = 0
setup_viol = 0
post-route-min-period_ps = 3590
slew_headroom_pct = 53.4

[route]
wl_per_cell_um = 13.0
top_layer_used = met4
met3WireLength_um = 435
viasPerCell = 4.68
ant_nets = 0
drt_first_pass_iters = 4
routed_wirelength_um = 6300
vias = 2259
drtIter0Drc = 56
wl_met1_um = 2950
drcViolationCount = 0
wl_met2_um = 2880
antenna_cells = 0

[place]
place_area_mm2 = 0.00370
io_buffers = 116
dp_hpwl_um = 4500
routabilityCongestion = 0.815

[job]
maxCapViolCount = 0
warnings = 26

[min_path]
hp-class = flip-flop to flip-flop

[run_status]
status = finished clean

[pwr]
ir_drop_mv = 0.155
p_per_area_mw_per_mm2 = 305
leakagePower_nw = 1.75

## critical path, stage by stage, from the launching register on
cell and delay, ps:
dfrtp_1 520, buf_4 420, nor2_1 110, inv_1 340
nand2_1 200, a21o_1 200, clkdlybuf4s50_1 400
## kinds of logic (layout without fill, tap and decap cells)
family | count (synthesis) | after routing | synth area share (%)
flip-flops | 43 | 43 | 35.5
AND-OR/OR-AND | 43 | 43 | 9.90
AND/OR/NAND/NOR | 103 | 103 | 18.6
XOR/XNOR | 30 | 30 | 8.66
other | 2 | 19 | 0.248
multiplexers | 2 | 2 | 0.743
adder cells (fa/ha/maj) | 3 | 3 | 1.24
buffers and inverters | 114 | 141 | 25.1
## metrics by stage
stage                     power, mW  cells  hold WS [ps]  worst slack [ps]
after floorplan               0.699    357           446              3100
after global placement        0.971    475           462              2280
after detailed placement      0.975    475           468              2170
after CTS                      1.18    483           479              1830
after global routing           1.27    483           490              1590
final                          1.15    483           476              1910
## layout make-up
cell class / instances / area (um^2) / share of cell area, %
Multi-Input combinational cell: 200 / 1260 / 33.2
Timing Repair Buffer: 120 / 1190 / 31.5
Sequential cell: 43 / 1080 / 28.5
Tap cell: 99 / 124 / 3.27
Clock buffer: 6 / 72.6 / 1.92
Inverter: 13 / 48.8 / 1.29
Clock inverter: 2 / 12.5 / 0.331
## flip-flops by register name, indices dropped and copies added, names as in the netlist
signal	cells
rtc_inst.time_data	32
pir_inst.state	4
pir_inst.countdown	6
pir_inst.motion_detected	1
## report_power, final
| group | total (mW) | switching [mW] | leakage [nW] | internal [mW] |
|---|---|---|---|---|
| Sequential | 0.394 | 0.0498 | 0.561 | 0.344 |
| Clock | 0.195 | 0.106 | 0.0412 | 0.0888 |
| Combinational | 0.566 | 0.162 | 1.15 | 0.404 |
| Total | 1.15 | 0.317 | 1.75 | 0.837 |
## layer usage
metal	up-vias	track usage (%)
met5	-	0
met4	0	1.73
met3	4	2.43
met2	87	25.9
met1	1065	25.0
li1	1103	-
## cells in the final DEF (no fill, tap or decap), types with 2 or more instances in the layout
master / synthesis / final
nand3_1: 16 / 16
buf_4: 89 / 4
xnor2_1: 24 / 24
nor2_1: 11 / 11
a21oi_1: 3 / 3
a22o_1: 3 / 3
nor3_1: 6 / 6
clkbuf_8: 0 / 5
a21o_1: 21 / 21
nor2b_1: 2 / 2
and3_1: 4 / 4
inv_1: 13 / 13
nand2b_1: 4 / 4
nand4_1: 11 / 11
o21ai_0: 8 / 8
xor2_1: 6 / 6
and2_1: 5 / 5
conb_1: 2 / 19
clkdlybuf4s50_1: 0 / 116
or2_2: 3 / 3
dfrtp_1: 42 / 42
nand4_2: 2 / 2
ha_1: 3 / 3
mux2_2: 2 / 2
nand2_1: 32 / 32
## worst paths after layout
kind                                                     end  slack, ps  cells after the start                        startpoint
max in group asynchronous  pir_inst.countdown[0]$_DFFE_PP0P_       3840                      3                             reset
hold / removal              rtc_inst.time_data[31]$_DFF_PP0_        480                      1  rtc_inst.time_data[31]$_DFF_PP0_
min in group asynchronous        pir_inst.state[2]$_DFF_PP0_       1270                      3                             reset
setup reg to reg           pir_inst.countdown[5]$_DFFE_PP0P_       3710                      3       pir_inst.state[3]$_DFF_PP0_
hold reg to reg             rtc_inst.time_data[31]$_DFF_PP0_        480                      1  rtc_inst.time_data[31]$_DFF_PP0_
setup / recovery                            display_text[18]       1910                      6       pir_inst.state[2]$_DFF_PP0_
Power figures rest on the tool's default switching activity, not on a simulated workload.
